==> ./design.v <==
module SingleNotePlayerLayered(clk, state, note, layer_out, freq_out, speaker);
    input clk;
    input [2:0] state;
    input [3:0] note;
	reg [31:0] clkdivider;  
	output reg [18:0] freq_out;
    output reg [2:0] layer_out;
    output speaker;
    always@(posedge clk)
    begin
    case (state[2:0])
    3'b001:  
        begin
            layer_out <= 3'b001;
            case (note[3:0])
                4'b0001: clkdivider <= 50000000/880; 	  
                4'b0010: clkdivider <= 50000000/932;      
                4'b0100: clkdivider <= 50000000/986;      
                4'b1000: clkdivider <= 50000000/1046;     
            endcase
        end
    3'b010:  
        begin
            layer_out <= 3'b010;
            case (note[3:0])
                4'b0001: clkdivider <= 50000000/1108;     
                4'b0010: clkdivider <= 50000000/1147;     
                4'b0100: clkdivider <= 50000000/1244;     
                4'b1000: clkdivider <= 50000000/1318;     
            endcase
        end
    3'b100:  
        begin
            layer_out <= 3'b100;
            case (note[3:0])
                4'b0001: clkdivider <= 50000000/1396;     
                4'b0010: clkdivider <= 50000000/1478;     
                4'b0100: clkdivider <= 50000000/1566;     
                4'b1000: clkdivider <= 50000000/1660;     
            endcase
        end
    default: layer_out <= 3'b000;    
    endcase
    end
    reg [31:0] counter;
    always @(posedge clk)
    begin
        if(counter==0) counter <= clkdivider-1; else counter <= counter-1;
        freq_out <= clkdivider[18:0];
    end
    reg speaker;
    always @(posedge clk) if((counter==0) && note) speaker <= ~speaker;
endmodule
module Top_Old(CLOCK_50, SW, KEY, LEDG, LEDR, GPIO);
    input CLOCK_50;
    input [2:0] SW;
    input [3:0] KEY;
    output [2:0] LEDG;
    output [18:0] LEDR;
    output [7:0] GPIO;   
    SingleNotePlayerLayered player(
        .clk(CLOCK_50),
        .state(SW),
        .note(~KEY),
        .layer_out(LEDG),
        .freq_out(LEDR),
        .speaker(GPIO)
    );
endmodule
==> ./run.sh <==
#!/bin/bash
# OpenROAD 26Q1-2900-gdf79404cd8, Yosys 0.63+post, stock flow scripts
make -C /OpenROAD-flow-scripts/flow DESIGN_CONFIG=/design/flow/config.mk WORK_HOME=/design/flow/orfs finish
==> ./config.mk <==
export PLATFORM = sky130hd
export DESIGN_NAME = Top_Old
export DESIGN_NICKNAME = Top_Old
export VERILOG_FILES = /design/flow/design.v
export SDC_FILE = /design/flow/constraint.sdc
export NUM_CORES = 4
export LEC_CHECK = 1
export CORE_UTILIZATION = 30
==> ./constraint.sdc <==
current_design Top_Old

set clk_period 8.7
set clk_io_pct 0.2

create_clock -name clk0 -period $clk_period [get_ports {CLOCK_50}]

set non_clock_inputs [all_inputs -no_clocks]
set_input_delay [expr $clk_period * $clk_io_pct] -clock clk0 $non_clock_inputs
set_output_delay [expr $clk_period * $clk_io_pct] -clock clk0 [all_outputs]
==> flow_metrics.env <==
# flow metrics
export IMPL_vias=2696
export IMPL_finalSetupTns_ps=0
export IMPL_drc_errors=0
export IMPL_clock_sinks=68
export IMPL_p_int_uw=479
export IMPL_grt_pass1_wl_um=11600
export IMPL_antenna_left=0
export IMPL_postCtsSetupRepairBufs=0
export IMPL_synthMostInstantiatedCell="dfxtp_1"
export IMPL_slew_violations=0
export IMPL_cts_inserted_buffers=9
export IMPL_antenna_cells=0
export IMPL_stdcell_area_mm2=0.00386
export IMPL_worstSetupStartpointType="primary input"
export IMPL_ys_sh_aoi=0.166
export IMPL_end_kind="flip-flop"
export IMPL_drt_iter0_markers=150
export IMPL_p_switching_uw=155
export IMPL_top_logic_kind="simple AND/OR/NAND/NOR gates"
export IMPL_synthAdderAreaFrac=0.00375
export IMPL_leakage_uw=0.00135
export IMPL_syn_inst=365
export IMPL_htreeDepth=3
export IMPL_switching_share=0.245
export IMPL_post_drt_via_cell_ratio=5.05
export IMPL_holdBufCountCts=0
export IMPL_status="finished, final reports clean"
export IMPL_max_freq_mhz=251
export IMPL_cp_arrival_ps=3970
export IMPL_synth_seq_share=0.459
export IMPL_cts_resized=0
export IMPL_min_path_type="reg2reg"
export IMPL_area_growth_pct=15.6
export IMPL_syn_area_per_cell_um2=9.14
export IMPL_drive_gt1_frac=0.102
export IMPL_ys_top_cells_by_count="51 x dfxtp_1, 41 x nor2_1, 29 x nand2_1"
export IMPL_netlist_area_mm2=0.00334
export IMPL_min_period_over_period=0.458
export IMPL_crit_fanout=20
export IMPL_drv_cap=0
export IMPL_yosys_area_top_type="dfxtp_1"
export IMPL_wl_per_cell_um=13.5
export IMPL_tool_warnings=25
export IMPL_relSlewSlack=0.467
export IMPL_crit_type="in2reg"
export IMPL_grt_usage=0.131
export IMPL_clockRootBuffer="clkbuf_8"
export IMPL_p_per_area_mw_per_mm2=164
export IMPL_gr_total_overflow=0
export IMPL_skew_ps=11.2
export IMPL_combPwrFrac=0.071
export IMPL_clk_latency_ps=350
export IMPL_cp_required_ps=8680
export IMPL_grt_pass1_vias=2369
export IMPL_placed_area_mm2=0.00367
export IMPL_irDropWorstVdd_uv=108
export IMPL_clock_tree_buffer_depth=2
export IMPL_hpwl_um=5160
export IMPL_setup_viol=0
export IMPL_p_clk_frac=0.381
export IMPL_period_needed_ps=3990
export IMPL_pin_count=38
export IMPL_row_count=38
export IMPL_tightest_slew_ps=792
export IMPL_pwr_share_seq=0.548
export IMPL_ys_types=60
export IMPL_core_mm2=0.0108
export IMPL_synth_edff_count=17
export IMPL_ys_area_mm2=0.00334
export IMPL_synthXorXnorAreaFrac=0.0525
export IMPL_dieArea_mm2=0.0115
export IMPL_ys_flops=68
export IMPL_dieWidth_um=107
export IMPL_ys_cells=365
export IMPL_top_area_frac=0.306
export IMPL_die_h_um=107
export IMPL_portBuffers=27
export IMPL_ys_sh_mux=0.00638
export IMPL_gp_congestion=0.895
export IMPL_cts_clk_slew_worst_paths_ps=80
export IMPL_first_pass_iters=4
export IMPL_finalWirelength_um=7200
export IMPL_grt_max_degree=21
export IMPL_yosysWarnings=2
export IMPL_fp_utilization=0.308
export IMPL_cts_tree="built"
export IMPL_hold_violations=0
export IMPL_synthFlopType="dfxtp_1"
export IMPL_synthArstFlopShare=0
export IMPL_netlist_top_cells_area="dfxtp_1 31%, edfxtp_1 15%, nor2_1 4.6%"
export IMPL_antenna_found_initial=0
export IMPL_synth_cellmix_simpleShare=0.259
export IMPL_rsz0062_at_grt="no"
cell usage in the layout (no fill, tap or decap), types with 12 or more instances in the layout:
cell              n
nand2_1          29
edfxtp_1         17
a21oi_1          22
nand3_1          16
xnor2_1          12
nor3_1           12
clkdlybuf4s50_1  27
o21ai_0          18
nor2_1           41
dfxtp_1          51
logic make-up (layout without fill, tap and decap cells):
kind of cell	Yosys count	in the layout
adders and majority gates	1	1
muxes	2	2
buffers and inverters	29	49
other	1	10
xor gates and xnor gates	20	20
AOI/OAI and AO/OA	88	88
and+or+nand+nor	156	156
DFF	68	68
per-stage QoR:
stage / std cells / hold WS, ps / setup slack, ps / util / total power, uW
6_report: 534 / 444 / 4710 / 0.356 / 634
2_1_floorplan: 374 / 371 / 5260 / - / 381
3_5_place_dp: 518 / 428 / 4380 / 0.338 / 400
5_1_grt: 534 / 444 / 4560 / 0.356 / 665
4_1_cts: 534 / 443 / 4740 / 0.356 / 645
3_3_place_gp: 518 / 419 / 4430 / 0.338 / 400
layout make-up:
class,count,area (um^2)
Clock buffer,11,153
Clock inverter,5,35.0
Fill cell,1089,6980
Inverter,5,18.8
Multi-Input combinational cell,277,1670
Sequential cell,68,1530
Tap cell,140,175
Timing Repair Buffer,28,278
metal layers:
metal / track usage / routed length [um]
met1: 0.183 / 3300
met2: 0.206 / 3350
met3: 0.0321 / 395
met4: 0.0333 / 159
met5: 0 / 0
worst paths after layout:
check                         from              endpoint  slack, ps  cells after the start
min          player.clkdivider[11]   player.freq_out[11]        440                      0
max reg2reg      player.counter[1]    player.counter[28]       5760                     11
min reg2reg  player.clkdivider[11]   player.freq_out[11]        440                      0
max                         KEY[3]  player.clkdivider[4]       4710                      5
critical path: stages:
cell and delay, ps:
clkdlybuf4s50_1 860, nand2_1 230, or2_2 350, a21oi_1 190
o22a_1 580
registers in the layout, summed over array words and instances, names as in the netlist:
| register | flops |
|---|---|
| player.speaker | 1 |
| player.layer_out | 3 |
| player.clkdivider | 16 |
| player.counter | 32 |
| player.freq_out | 16 |
power groups by stage:
stage	clock network [uW]	registers, uW	logic, uW
after global routing	266	349	50.3
after CTS	252	347	45.2
final	241	347	45.1
Power figures rest on the tool's default switching activity, not on a simulated workload.
