$ cat flow/config.mk
export PLATFORM = sky130hd
export DESIGN_NAME = Top
export DESIGN_NICKNAME = Top
export VERILOG_FILES = /design/flow/design.v
export SDC_FILE = /design/flow/constraint.sdc
export NUM_CORES = 4
export LEC_CHECK = 1
export CORE_AREA = 10 10 93 93
export DIE_AREA = 0 0 103 103
$ cat flow/constraint.sdc
current_design Top

set clk_period 6.4
set clk_io_pct 0.2

create_clock -name clk0 -period $clk_period [get_ports {CLOCK_50}]

set non_clock_inputs [all_inputs -no_clocks]
set_input_delay [expr $clk_period * $clk_io_pct] -clock clk0 $non_clock_inputs
set_output_delay [expr $clk_period * $clk_io_pct] -clock clk0 [all_outputs]
$ cat flow/design.v
module FSM(clk, state, layer_out, out_state);
    input clk;
    input [2:0] state;
    output reg [2:0] out_state;
    output reg [2:0] layer_out;
    reg [4:0] current_state, next_state;
    localparam LAYER_1  = 4'd0,
               LAYER_2  = 4'd1,
               LAYER_3  = 4'd2;
    always@(*)
    begin: state_table
        case (current_state)
            LAYER_1: next_state = state == 3'b010 ? LAYER_2 : (state == 3'b100 ? LAYER_3 : LAYER_1);
            LAYER_2: next_state = state == 3'b100 ? LAYER_3 : (state == 3'b001 ? LAYER_1 : LAYER_2);
            LAYER_3: next_state = state == 3'b001 ? LAYER_1 : (state == 3'b010 ? LAYER_2 : LAYER_3);
            default: next_state = LAYER_1;
        endcase
    end  
    always@(*)
    begin: enable_signals
        out_state = 3'b000;
        layer_out = 3'b000;
        case(current_state)
            LAYER_1: begin
                out_state = 3'b001;
                layer_out = 3'b001;
            end
            LAYER_2: begin
                out_state = 3'b010;
                layer_out = 3'b010;
            end
            LAYER_3: begin
                out_state = 3'b100;
                layer_out = 3'b100;
            end
        endcase
    end  
    always@(posedge clk)
    begin: state_FFs
        current_state = next_state;
    end  
endmodule
module Main(clk, state, note, freq_out, layer, speaker);
    input clk;
    input [2:0] state;
    input [3:0] note;
    output [18:0] freq_out;
    output [2:0] layer;
    output [7:0] speaker;   
    wire [2:0] out_state;
    wire [2:0] layer_out = layer;
    FSM fsm(
        .clk(clk),
        .state(state),
        .out_state(outstate),
        .layer_out(layer_out)
    );
    SingleNotePlayerLayered player(
        .clk(clk),
        .state(out_state),
        .note(~note),
        .layer_out(layer_out),
	    .freq_out(freq_out),
        .speaker(speaker)
    );
endmodule
module SingleNotePlayerLayered(clk, state, note, layer_out, freq_out, speaker);
    input clk;
    input [2:0] state;
    input [3:0] note;
	reg [31:0] clkdivider;  
	output reg [18:0] freq_out;
    output reg [2:0] layer_out;
    output speaker;
    always@(posedge clk)
    begin
    case (state[2:0])
    3'b001:  
        begin
            layer_out <= 3'b001;
            case (note[3:0])
                4'b0001: clkdivider <= 50000000/880; 	  
                4'b0010: clkdivider <= 50000000/932;      
                4'b0100: clkdivider <= 50000000/986;      
                4'b1000: clkdivider <= 50000000/1046;     
            endcase
        end
    3'b010:  
        begin
            layer_out <= 3'b010;
            case (note[3:0])
                4'b0001: clkdivider <= 50000000/1108;     
                4'b0010: clkdivider <= 50000000/1147;     
                4'b0100: clkdivider <= 50000000/1244;     
                4'b1000: clkdivider <= 50000000/1318;     
            endcase
        end
    3'b100:  
        begin
            layer_out <= 3'b100;
            case (note[3:0])
                4'b0001: clkdivider <= 50000000/1396;     
                4'b0010: clkdivider <= 50000000/1478;     
                4'b0100: clkdivider <= 50000000/1566;     
                4'b1000: clkdivider <= 50000000/1660;     
            endcase
        end
    default: layer_out <= 3'b000;    
    endcase
    end
    reg [31:0] counter;
    always @(posedge clk)
    begin
        if(counter==0) counter <= clkdivider-1; else counter <= counter-1;
        freq_out <= clkdivider[18:0];
    end
    reg speaker;
    always @(posedge clk) if((counter==0) && note) speaker <= ~speaker;
endmodule
module Top(CLOCK_50, SW, KEY, LEDG, LEDR, GPIO);
    input CLOCK_50;
    input [2:0] SW;
    input [3:0] KEY;
    output [2:0] LEDG;
    output [18:0] LEDR;
    output [7:0] GPIO;   
    Main main(
        .clk(CLOCK_50),
        .state(SW),
        .note(~KEY),
	    .freq_out(LEDR),
        .layer(LEDG),
        .speaker(GPIO)
    );
endmodule
$ cat flow/run.sh
#!/bin/bash
# OpenROAD 26Q1-2900-gdf79404cd8, Yosys 0.63+post, stock flow scripts
make -C /OpenROAD-flow-scripts/flow DESIGN_CONFIG=/design/flow/config.mk WORK_HOME=/design/flow/orfs finish
==> impl_metrics.py <==
# Auto-generated metrics
metrics = {
    "run_status": {
        "outcome": "complete, no violations",
    },
    "clocking": {
        "cts_buffers": 5,
        "clock_latency_ns": 0.28,
        "cts_sinks": 33,
        "clk_pin_slew_worst_paths_ns": 0.07,
        "ctsHoldBuffers": 0,
        "htree_levels": 2,
        "cts_buffer_depth": 2,
        "ctsRootBufferMaster": "clkbuf_8",
        "ctsResizeCount": 0,
        "cts_setup_buffers": 0,
        "cts_tree": "done",
    },
    "synth": {
        "numSynthFlops": 33,
        "yosys-stat-area_um2": 1590,
        "avgSynthCellArea_um2": 9.83,
        "synth.distinct_cells": 27,
        "synth_area_um2": 1590,
        "netlist_instances": 162,
        "ys_warn_count": 14,
        "ys_cells": 162,
        "yosys.stat.seqShare_pct": 42.1,
    },
    "global_route": {
        "grt_pass1_wl_um": 3970,
        "overflow": 0,
        "grt_max_degree": 16,
        "antenna_found_initial": 0,
        "grt_pass1_vias": 863,
        "track_usage_pct": 4.46,
    },
    "worst_setup_path": {
        "start_kind": "flop",
        "cp-end-kind": "flop",
        "worst_ep_required_time_ns": 6.37,
        "worstPathMaxFanout": 15,
        "worstPathArrival_ns": 2.35,
        "critical_path_class": "flop to flop",
    },
    "place": {
        "dp_hpwl_um": 1770,
        "port_buffers": 5,
        "place_inst": 241,
        "routabilityCongestion": 0.797,
    },
    "pwr": {
        "p_leak_nw": 0.691,
        "ir_drop_mv": 0.109,
        "p_per_area_nw_per_um2": 214,
        "p_total_w": 0.000360,
    },
    "floorplanning": {
        "fp-row-count": 30,
        "dieArea_um2": 10600,
        "ios": 38,
        "coreArea_um2": 6760,
        "die_h_um": 103,
        "initial_core_util_pct": 23.6,
        "die_x_um": 103,
    },
    "detailed_routing": {
        "drtIter0Drc": 12,
        "firstDrtPassIters": 4,
        "wl_per_cell_um": 9.90,
        "vias": 972,
        "drc": 0,
        "diodes": 0,
        "ant_nets": 0,
        "wl_um": 2470,
        "via_per_inst": 3.90,
    },
    "final_layout": {
        "ff_latch_area_um2": 671,
        "syn2layout_area_growth_pct": 5.81,
        "fillCellCount": 724,
        "drive_gt1_share_pct": 8.88,
        "fin_cells": 249,
        "combGateArea_um2": 767,
    },
    "final_timing": {
        "fmax_mhz": 419,
        "fin_crit_ns": 2.39,
        "timing.final.crit_share_pct": 37.3,
        "fin_setup_tns_ns": 0,
        "grt_setup_unrepaired": "no",
        "fin_skew_ns": 0.00725,
        "hold_violations": 0,
        "maxSlewHeadroom_pct": 49.4,
        "maxSlewViolCount": 0,
        "setup_viol": 0,
        "worst_pin_slew_ns": 0.753,
    },
    "flow_run": {
        "warnings": 28,
        "max-cap-violations": 0,
    },
    "hold_path": {
        "hold_class": "flop to flop",
    },
}
## stage by stage
stage          hold slack (ns)  area [um^2]  utilization [%]  setup WS, ns
2_1_floorplan            0.401         1700                -          4.47
3_3_place_gp             0.418         1600             23.7          4.02
3_5_place_dp             0.426         1600             23.7          4.02
4_1_cts                  0.442         1690             24.9          4.00
5_1_grt                  0.469         1690             24.9          3.85
6_report                 0.439         1690             24.9          4.01
## worst paths after layout
| check | start | end | slack (ns) | cells after the start |
|---|---|---|---|---|
| setup / recovery | main.player.counter[8]$_DFF_P_ | main.player.speaker$_DFFE_PP_ | 4.01 | 4 |
| hold / removal | main.player.counter[0]$_DFF_P_ | main.player.counter[0]$_DFF_P_ | 0.44 | 1 |
| setup reg to reg | main.player.counter[8]$_DFF_P_ | main.player.speaker$_DFFE_PP_ | 4.01 | 4 |
| hold reg to reg | main.player.counter[0]$_DFF_P_ | main.player.counter[0]$_DFF_P_ | 0.44 | 1 |
## logic make-up after synthesis
kind of cell    Yosys count  synth area share (%)
compound gates            1                 0.472
xor+xnor                 29                  15.9
fa+ha+maj                 1                 0.785
buf+inv                  38                  16.3
flops                    33                  42.1
other cells               1                 0.235
simple gates             59                  24.1
## metal layers
layer	wire length, um	track usage, %	vias up	part of all wire, %
met2	1040	6.53	25	42
li1	-	-	503	-
met1	1260	6.20	440	51
met4	18	0.642	0	0.73
met5	0	0	-	0
met3	149	1.76	4	6.0
## cells in the final DEF, fill, tap and decap left out, types with 2 or more instances in the layout
master           count
dfxtp_1             32
conb_1              29
xnor2_1             17
nor2_1              12
xor2_1              12
nor3_1               8
nand4_1              6
nand3_1              5
nand2_1              5
clkbuf_8             5
clkdlybuf4s50_1      5
inv_1                4
nor4_1               4
or4_1                3
or3_1                3
nor4_2               3
or4_4                2
nor4_4               2
nand4b_1             2
clkinv_2             2
## worst max-delay path, stage by stage (launching register included)
cell,delay [ns]
dfxtp_1,0.34
or4_4,0.56
nor4_4,0.66
nand3_1,0.18
nor4_1,0.33
## power breakdown
part | switching, W | leakage (nW) | internal (W)
Sequential | 0.000000494 | 0.268 | 0.000208
Combinational | 0.00000180 | 0.378 | 0.00000432
Clock | 0.0000706 | 0.0450 | 0.0000752
Total | 0.0000729 | 0.691 | 0.000287
## layout make-up
class / count / area share [%]
multi-input cells: 119 / 45.5
flip-flops and latches: 33 / 39.8
well taps: 80 / 5.94
clock buffers: 6 / 4.31
repair buffers: 5 / 2.97
inverters: 4 / 0.891
clock inverters: 2 / 0.594
## synthesized netlist by cell type
library cell,number,share of area [%]
dfxtp_1,32,40
buf_4,31,15
xnor2_1,17,9.3
nor2_1,12,2.8
xor2_1,12,6.6
nor3_1,8,2.5
nand4_1,6,2.4
nand2_1,5,1.2
nand3_1,5,1.6
inv_1,4,0.94
nor4_1,4,1.6
nor4_2,3,2.4
or3_1,3,1.2
or4_1,3,1.4
clkbuf_1,2,0.47
nand4b_1,2,1.1
nor4_4,2,2.7
or4_4,2,1.4
and3_1,1,0.39
buf_2,1,0.31
conb_1,1,0.24
edfxtp_1,1,1.9
ha_1,1,0.79
nand3b_1,1,0.47
o31ai_1,1,0.47
or2_1,1,0.39
or3_4,1,0.71
## flip-flops by register name (all words and copies together) (netlist names)
signal               count
main.player.speaker      1
main.player.counter     32
Power figures rest on the tool's default switching activity, not on a simulated workload.
