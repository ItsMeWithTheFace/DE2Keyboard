File: flow/run.sh
#!/bin/bash
# OpenROAD 26Q1-2900-gdf79404cd8, Yosys 0.63+post, stock flow scripts
make -C /OpenROAD-flow-scripts/flow DESIGN_CONFIG=/design/flow/config.mk WORK_HOME=/design/flow/orfs finish
File: flow/config.mk
export PLATFORM = sky130hd
export DESIGN_NAME = SingleNotePlayer
export DESIGN_NICKNAME = SingleNotePlayer
export VERILOG_FILES = /design/flow/design.v
export SDC_FILE = /design/flow/constraint.sdc
export NUM_CORES = 4
export LEC_CHECK = 1
export CORE_UTILIZATION = 30
File: flow/constraint.sdc
current_design SingleNotePlayer

set clk_period 5.6
set clk_io_pct 0.2

create_clock -name clk0 -period $clk_period [get_ports {clk}]

set non_clock_inputs [all_inputs -no_clocks]
set_input_delay [expr $clk_period * $clk_io_pct] -clock clk0 $non_clock_inputs
set_output_delay [expr $clk_period * $clk_io_pct] -clock clk0 [all_outputs]
File: flow/design.v
module SingleNotePlayer(clk, note, freq_out, speaker);
    input clk;
    input [2:0] note;
    output [18:0] freq_out = clkdivider[31:13];
    output speaker;
    reg [31:0] clkdivider;  
    always@(posedge clk)
    begin
    case (note[2:0])
        3'b001: clkdivider <= 50000000/880; 	 
        3'b010: clkdivider <= 50000000/986;      
        3'b011: clkdivider <= 50000000/1046;     
        3'b100: clkdivider <= 50000000/1147;     
        3'b101: clkdivider <= 50000000/1318;     
        3'b110: clkdivider <= 50000000/1396;     
        3'b111: clkdivider <= 50000000/1566;     
    endcase
    end
    reg [31:0] counter;
    always @(posedge clk) if(counter==0) counter <= clkdivider-1; else counter <= counter-1;
    reg speaker;
    always @(posedge clk) if((counter==0) && note) speaker <= ~speaker;
endmodule
==> summary.txt <==
Implementation status.

- The run finished with clean final reports.
- The endpoint arrival time on the critical path is 3.64 ns.
- The sequential fraction of the synthesis area is 44.6%.
- Setup repair after global routing left no endpoint under its margin.
- The final timing report gives a worst setup slack of 2.16 ns.
- The total standard cell area after synthesis is 0.00258 mm².
- Adding up every negative setup slack in the final design gives 0 ns.
- The detailed router's first-iteration violation count is 138.
- CTS added clock buffers totalling 5.
- The post-CTS resize count is 0.
- The repair_antennas step left the layout with diodes totalling 0.
- The logic gate share of total power is 17.7%.
- The clock network accounts for 28.7% of the total power.
- The required time reported for the critical path endpoint is 5.80 ns.
- TritonCTS built the clock tree.
- The final count of negative-setup-slack endpoints is 0.
- The number of different library cells used by synthesis comes to 50.
- The overall die size recorded for this design is 0.00897 mm².
- In the routed design, unresolved DRC markers number 0.
- The worst-case clock skew is 0.0104 ns.
- Hold timing on the final database bottoms out at a slack of 0.462 ns.
- The tally of OpenROAD warnings is 25.
- Once detail routing completed, the nets flagged for antenna violations numbered 0.
- Per the placement report, the placed cell count is 381.
- The chip area in the Yosys report is 0.00258 mm².
- Across all checked pins, the minimum headroom to the slew limit is 53.2%.
- The pin closest to its max-slew limit shows a slew of 0.700 ns.
- The report lists the number of standard-cell rows as 33.
- In this run the horizontal extent of the chip is 94.7 µm.
- The initial utilization of the core area, before any placement, comes to 31.2%.
- The final timing summary puts the cycle share of the worst path at 61.4%.
- The H-tree generated during clock tree synthesis spans 2 levels.
- In this run, synthesis produced a sequential element count of 49.
- The number of antenna violations at the first check in global routing is 0.
- The total area inside the core boundary comes to 0.00826 mm².
- The first-pass iteration count of the detailed router is 4.
- The insertion delay at the late pin of the worst-skew pair is 0.30 ns.
- The power spent charging and discharging nets is 0.000258 W.
- The cell at the root of the clock tree is sky130_fd_sc_hd__clkbuf_8.
- The finished layout holds 389 standard cells, fillers aside.
- STA classifies the critical path startpoint as a flop.
- The number of instances in the synthesized netlist is 279.
- The worst slack after detailed placement is 2.20 ns.
- The first global-routing pass estimated 8210 µm of wire.
- The report lists the power per cell area as 317 mW/mm².
- The post-layout minimum cycle time is 3.44 ns.
- The internal portion of the total power is 0.000622 W.
- Global routing consumed, over all layers together, 11.8% of the routing resources.
- Per the final report, max-transition violations number 0.
- Per the post-CTS timing run, clock transition at the registers of the reported paths is 0.10 ns.
- After synthesis, the design contains 279 cells according to Yosys.
- Per the CTS log, the buffer count on the longest clock path is 2.
- In the final report, the number of hold violations comes to 0.
- The static leakage is 0.953 nW.
- The sequential share of power is 53.6%.
- The routed layout has 1,919 vias.
- The number of buffers added for setup after CTS is 0.
- The final weighted congestion of routability-driven global placement is 0.819.
- For this sky-water flow run, the detailed-routed wirelength per cell is reported as 12.4 µm.
- The critical path maximum fanout is 8.
- In this run the count of I/O pins placed on the die edge is 24.
- For reference, the most critical setup path is categorized as flop to flop.
- The average instance in the mapped netlist occupies 9.24 µm².
- The hold buffer count at CTS is 0.
- The average via count per standard cell is 4.93.
- Per the run report, area growth between synthesis and finish was 7.67%.
- The count of max-cap constraint violations is 0.
- The synthesis report lists the Yosys warning total as 1.
- The via count of the first global-routing pass came to 1,740.
- Per the timing report, the achievable frequency comes out to 291 MHz.
- The sink count of the clock tree is 49.
- In the post-route report, total wirelength is listed as 4810 µm.
- The share of layout cells above drive strength 1 is 6.34%.
- Per the power-grid run, VDD falls by no more than 0.000122 V.
- The number of buffer cells added on primary ports is 7.
- The path type of the worst min-delay path is flop to flop.
- In this run the vertical extent of the chip is 94.7 µm.
- The global-route congestion overflow total is 0.
- For this run the detailed placement stage logged an HPWL of 3520 µm.
- Entering global routing, the biggest net connects 18 pins.
- The net switching share of the total power is 29.3%.
- The endpoint class of the critical path is a flop.
kinds of logic after synthesis:
logic type               after synthesis  synth area share (%)
AND-OR/OR-AND                         55                  14.3
AND/OR/NAND/NOR                      116                  24.3
multiplexers                           1                 0.437
XOR/XNOR                              23                  7.81
other                                  1                 0.145
adder cells (fa/ha/maj)                1                 0.485
buffers and inverters                 33                  7.96
flip-flops                            49                  44.6
area by class of cell:
type,count,area [µm²]
Clock buffer,6,72.6
Clock inverter,2,38.8
Fill cell,849,5480
Inverter,7,26.3
Multi-Input combinational cell,212,1280
Sequential cell,49,1150
Tap cell,105,131
Timing Repair Buffer,8,77.6
cells in the mapped netlist (all sizes together):
master	instances	share of area, %
dfxtp	32	25
nor2	32	4.7
buf	22	6.4
a21oi	19	3.7
nand2	18	2.6
edfxtp	17	20
o21ai	15	2.9
nor3	14	2.7
xnor2	14	4.8
or3	10	2.4
nor4	9	3.0
xor2	9	3.1
or4	8	2.5
inv	7	1.0
nand3	6	1.2
clkbuf	4	0.58
nand2b	4	0.97
nor2b	3	0.73
o21a	3	0.87
o31ai	3	0.87
a21o	2	0.58
a31oi	2	1.1
and2	2	0.49
nand4	2	0.49
o211ai	2	0.58
o22ai	2	0.49
or2	2	0.49
a2111oi	1	1.1
a211o	1	0.34
a21bo	1	0.39
a221o	1	0.39
a31o	1	0.34
and3	1	0.24
conb	1	0.15
ha	1	0.49
mux2	1	0.44
nand3b	1	0.29
nand4b	1	0.34
nor3b	1	0.29
o2bb2ai	1	0.34
o32ai	1	0.34
or3b	1	0.34
or4b	1	0.53
cell usage in the layout (no fill, tap or decap), drive strengths merged, types with 7 or more instances in the layout:
cell type,instances
a21oi,19
clkdlybuf4s50,7
conb,16
dfxtp,32
edfxtp,17
inv,7
nand2,18
nor2,32
nor3,14
nor4,9
o21ai,15
or3,10
or4,8
xnor2,14
xor2,9
critical path: stages, from the launching register on:
cell and delay [ns]:
sky130_fd_sc_hd__dfxtp_1 0.40, sky130_fd_sc_hd__or4_1 0.18, sky130_fd_sc_hd__nand2b_1 0.25, sky130_fd_sc_hd__nor4_4 0.10, sky130_fd_sc_hd__a21oi_1 0.20, sky130_fd_sc_hd__ha_1 0.20, sky130_fd_sc_hd__or3b_1 0.46, sky130_fd_sc_hd__nor2_1 0.35
sky130_fd_sc_hd__nand3_1 0.23, sky130_fd_sc_hd__a2111oi_4 0.63, sky130_fd_sc_hd__nand2_1 0.16, sky130_fd_sc_hd__xnor2_1 0.16
layer usage:
metal  global-route usage (%)  vias up  routed length (µm)
met5                        0        -                   0
met1                     18.6      886                2420
met3                     2.86        4                 275
met4                     1.14        0                  56
li1                         -      976                   -
met2                     17.6       53                2060
through the flow:
stage	cell area (µm²)	util (%)	power, W
after floorplan	2640	-	0.000598
after global placement	2670	32.3	0.000632
after detailed placement	2670	32.3	0.000632
after CTS	2780	33.6	0.000886
after global routing	2780	33.6	0.000935
final	2780	33.6	0.000880
path summary, 6_finish.rpt:
check	cells past startpoint	slack, ns	startpoint	to
max	11	2.16	counter[23]	counter[24]
min	1	0.46	counter[26]	counter[26]
min reg2reg	1	0.46	counter[26]	counter[26]
max reg2reg	11	2.16	counter[23]	counter[24]
power by group through the flow:
stage | Clock [W] | Sequential [W] | Combinational (W)
after CTS | 0.000260 | 0.000471 | 0.000155
after global routing | 0.000274 | 0.000481 | 0.000180
final | 0.000253 | 0.000472 | 0.000156
flip-flops by register name (all words and copies together) (netlist names):
name / count
clkdivider: 16
speaker: 1
counter: 32
Power is estimated from default activity; no workload was simulated.
